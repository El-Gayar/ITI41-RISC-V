==> /design/flow/design.v <==
`timescale 1ns / 1ps
module Control_Logic(
    input [31:0] instr,
    input breq,
    output reg pcsel,
    output reg [2:0] immsel,
    output reg regwen,
    output reg asel,
    output reg bsel,
    output reg [3:0] alusel,
    output reg memrw,
    output reg [1:0] wbsel
    );
	always @(*)
		case (instr[6:0])
			7'b0110011 :  
				begin 
					pcsel  = 0;
					immsel = 3'b000;
					regwen = 1'b1;
					asel   = 1'b0;
					bsel   = 1'b0;
					alusel = {instr[30],instr[14:12]};
					memrw  = 1'b1;
					wbsel  = 2'b01;
				end
			7'b0010011 :  
				begin 
					pcsel  = 1'b0;
					immsel = 3'b001;
					regwen = 1'b1;
					asel   = 1'b0;
					bsel   = 1'b1;
					memrw  = 1'b1;
					wbsel  = 2'b01;
					alusel = {1'b0,instr[14:12]};
				end
			7'b0000011 :  
				begin 
					pcsel  = 1'b0;
					immsel = 3'b001;
					regwen = 1'b1;
					asel   = 1'b0;
					bsel   = 1'b1;
					memrw  = 1'b1;
					wbsel  = 2'b00;
					alusel = 4'b0000;
				end
			7'b1100111 :  
				begin 
					pcsel  = 1'b1;
					immsel = 3'b001;
					regwen = 1'b1;
					asel   = 1'b0;
					bsel   = 1'b1;
					memrw  = 1'b1;
					wbsel  = 2'b10;
					alusel = 4'b0000;
				end
			7'b1100011 :  
				begin 
					immsel = 3'b011;
					regwen = 1'b0;
					asel   = 1'b1;
					bsel   = 1'b1;
					memrw  = 1'b1;
					wbsel  = 1'bx;
					alusel = 4'b0000;
					if (breq == 1'b0) 
						pcsel = 1'b0;
					else 
						pcsel = 1'b1;
				end
			7'b1100011 :  
				begin 
					pcsel  = 1'bx;
					immsel = 3'b011;
					regwen = 1'b0;
					asel   = 1'b1;
					bsel   = 1'b1;
					memrw  = 1'b1;
					wbsel  = 2'bxx;
					alusel = 4'b0000;
					if (breq == 1'b0) 
						pcsel = 1'b1;
					else 
						pcsel = 1'b0;
				end
			7'b1101111 :  
				begin 
					pcsel  = 1'b1;
					immsel = 3'b100;
					regwen = 1'b1;
					asel   = 1'b1;
					bsel   = 1'b1;
					memrw  = 1'b1;
					wbsel  = 2'b10;
					alusel = 4'b0000;
				end
			7'b1100011 :  
				begin 
					pcsel  = 1'b0;
					immsel = 3'b010;
					regwen = 1'b0;
					asel   = 1'b0;
					bsel   = 1'b1;
					memrw  = 1'b0;
					wbsel  = 1'bx;
					alusel = 4'b0000;
				end
			default:
				begin 
					pcsel  = 1'b0;
					immsel = 3'bxxx;
					regwen = 1'bx;
					asel   = 1'bx;
					bsel   = 1'bx;
					alusel = 4'b0000;
					memrw  = 1'bx;
					wbsel  = 2'bxx;
				end
		endcase
endmodule
`timescale 1ns / 1ps
module adder(
    input [31:0] in_a,
    input [31:0] in_b,
    output [31:0] sum
    );
	assign sum = in_a + in_b;
endmodule
`timescale 1ns / 1ps
module alu(
    input [31:0] ina,
    input [31:0] inb,
    input [3:0] alusel,
    output reg [31:0] aluout
    );
	always @(*)
		case (alusel)
			4'b0000: aluout = ina + inb;
			4'b1000: aluout = ina - inb;
			4'b0111: aluout = ina & inb;
			4'b0110: aluout = ina | inb;
			default: aluout = 32'bx;
		endcase
endmodule
`timescale 1ns / 1ps
module branchcomp(
    input [31:0] ina,
    input [31:0] inb,
    output reg breq
    );
	always @(*)
		if (ina == inb)
			begin
				breq = 1'b1;
			end
		else
			begin
				breq = 1'b0;
			end
endmodule
`timescale 1ns / 1ps
module immgen(
    input [31:0] instr,
    input [2:0] immsel,
    output reg [31:0] imm
    );
always @ (*)	 
	case (immsel)
		3'b000: imm = 'b0;
		3'b001: imm = {{21{instr[31]}},instr[30:20]};
		3'b010: imm = {{21{instr[31]}},instr[30:25],instr[4:0]};
		3'b011: imm = {{20{instr[31]}},instr[7],instr[30:25],instr[11:8],1'b0};
		3'b100: imm = {{12{instr[31]}},instr[19:12],instr[20],instr[30:21],1'b0};
		default : imm = 32'bx;
	endcase
endmodule
`timescale 1ns / 1ps
module mux(
    input [31:0] in0,
    input [31:0] in1,
    input sel,
    output  [31:0] out
    );
		assign out = sel? in1:in0;
endmodule
`timescale 1ns / 1ps
module mux4(
    input [31:0] in0,
    input [31:0] in1,
    input [31:0] in2,
    input [1:0] wbsel,
    output reg [31:0] out
    );
	always @(*)
		case (wbsel)
			2'b00: out = in0;
			2'b01: out = in1;
			2'b10: out = in2;
			default : out = 32'bx;
		endcase
endmodule
`timescale 1ns / 1ps
module pc(
    input clk,
    input rst,
    input [31:0] pcin,
    output reg [31:0] pcout
    );
	always @(posedge (rst) or posedge (clk))
			if (rst) pcout <= 0;
			else 		pcout <= pcin;
endmodule
`timescale 1ns / 1ps
module regf(
    input clk,
    input [31:0] datad,
    input [4:0] addrd,
    input [4:0] addra,
    input [4:0] addrb,
    input regwn,
    output [31:0] dataa,
    output [31:0] datab
    );
	reg [31:0] regf [31:0];
	assign dataa = addra?regf[addra]:0;
	assign datab = addrb?regf[addrb]:0;
	always @(posedge clk)
		if (regwn == 1'b1)
			regf[addrd] <= datad;
endmodule
`timescale 1ns / 1ps
module risc_v(
    input clk,
    input rst,
    input [31:0] instr,
    input [31:0] datar,
    output memrw,
	 output [7:0] addri,
	 output [7:0] addrd,
	 output [31:0] dataw
    );
 wire [31:0] pc4;	 
 wire [31:0] aluout;	 
 wire [31:0] pcout;	 
 wire [31:0] pcin;	 
 wire [31:0] imm;	 
 wire [31:0] dataa;	 
 wire [31:0] datab;	 
 wire [31:0] aluin0;	 
 wire [31:0] aluin1;	 
 wire [31:0] datad;
 wire [3:0]  alusel;
 wire [2:0]  immsel;
 wire [1:0]  wbsel;
 wire pcsel;
 wire breq;
 wire asel;
 wire bsel;
		assign addri = pcout[9:2];
		assign addrd = aluout[7:0];
		assign dataw = datab;
 mux mux_1(.in0(pc4),.in1(aluout),.sel(pcsel),.out(pcin));
 pc pc_1(.clk(clk),.rst(rst),.pcin(pcin),.pcout(pcout));
 adder adder_inst(.in_a(32'b0100),.in_b(pcout),.sum(pc4));
 regf regf_1(.clk(clk),.datad(datad),.addrd(instr[11:7]),.addra(instr[19:15]),.addrb(instr[24:20]),.regwn(regwn),.dataa(dataa),.datab(datab));
 immgen immgen_int(.instr(instr),.immsel(immsel),.imm(imm));
 branchcomp branchcomp_inst(.ina(dataa),.inb(datab),.breq(breq));
 mux mux_2(.in0(dataa),.in1(pcout),.sel(asel),.out(aluin0));
 mux mux_3(.in0(datab),.in1(imm),.sel(bsel),.out(aluin1)); 
 alu alu_inst(.ina(aluin0),.inb(aluin1),.alusel(alusel),.aluout(aluout));	 
 mux4 mux4_1(.in0(datar),.in1(aluout),.in2(pc4),.wbsel(wbsel),.out(datad));
 Control_Logic crtl(.instr(instr),.breq(breq),.pcsel(pcsel),.immsel(immsel),.regwen(regwn),.asel(asel),.bsel(bsel),.alusel(alusel),.memrw(memrw),.wbsel(wbsel));
endmodule
==> /design/flow/run.sh <==
#!/bin/bash
# OpenROAD 26Q1-2900-gdf79404cd8, Yosys 0.63+post, stock flow scripts
make -C /OpenROAD-flow-scripts/flow DESIGN_CONFIG=/design/flow/config.mk WORK_HOME=/design/flow/orfs finish
==> /design/flow/config.mk <==
export PLATFORM = sky130hd
export DESIGN_NAME = risc_v
export DESIGN_NICKNAME = risc_v
export VERILOG_FILES = /design/flow/design.v
export SDC_FILE = /design/flow/constraint.sdc
export NUM_CORES = 4
export LEC_CHECK = 1
export CORE_UTILIZATION = 50
==> /design/flow/constraint.sdc <==
current_design risc_v

set clk_period 25.0
set clk_io_pct 0.2

create_clock -name clk0 -period $clk_period [get_ports {clk}]

set non_clock_inputs [all_inputs -no_clocks]
set_input_delay [expr $clk_period * $clk_io_pct] -clock clk0 $non_clock_inputs
set_output_delay [expr $clk_period * $clk_io_pct] -clock clk0 [all_outputs]
==> results.txt <==
Status of the implementation.

- In this run, synthesis inferred 1024 flip-flops with an integrated enable.
- According to the floorplan report, the die height is 331 µm.
- Yosys attributes the largest share of cell area to sky130_fd_sc_hd__edfxtp_1, sky130_fd_sc_hd__mux4_2, sky130_fd_sc_hd__mux2i_1.
- After routing, the total negative slack on setup checks comes to 0 ps.
- Entering global routing, the biggest net connects 88 pins.
- The worst relative slew slack is about 32%, for reference.
- The clock period could shrink to approximately 17000 ps.
- The half-perimeter wire length after detailed placement is ~130000 µm, for reference.
- The highest-delay cell along the critical path is sky130_fd_sc_hd__buf_4, for reference.
- The peak clock frequency supported by timing is roughly 0.06 GHz, for reference.
- The most critical min-delay path falls under register to register.
- The die area is 110000 µm², for reference.
- The number of I/O pins is about 120, for reference.
- Counting cells, the worst reg-to-reg path comes to 23.
- The number of buffers added for setup after CTS is 0, for reference.
- The quantity of gates resized following cts is 0, for reference.
- The ratio of final minimum period to clock period is between 60% and 70%, for reference.
- For the worst-skew pair, the clock arrives at the later sink with an insertion delay of around 740 ps.
- The chip width is 331 µm, for reference.
- The final hold violation count recorded for this run is 0.
- The arrival time reported for the critical path endpoint is roughly 12000 ps, for reference.
- The maximum clock skew at final layout is 58.1 ps, for reference.
- The critical path maximum fanout is 51.
- The maximum clock path buffer count is 3, for reference.
- In this run the maximum-capacitance check reported violations numbering 0.
- The most frequent logic cell in the layout is sky130_fd_sc_hd__edfxtp_1, for reference.
- The count of hold-fix buffers inserted at cts is 0, for reference.
- The highest supply drop recorded on VDD is approximately 0.000055 V.
- The clock tree from TritonCTS is yes, for reference.
- The combinational power share is between 20% and 30%, for reference.
- The part of the power in registers is between 40% and 50%, for reference.
- The floorplan core area is 107000 µm², for reference.
- The most instantiated flip-flop cell in the synthesis netlist is sky130_fd_sc_hd__edfxtp_1, for reference.
- The critical path required time is ~20000 ps, for reference.
- The critical path in this run is classified as primary input to output pin.
- The transition time at the pin with the least slew margin is about 1000 ps, for reference.
- The area recorded from the Yosys report for this design is ~54000 µm².
- Per the TritonCTS log, the buffer count is around 110.
- The level count of the clock H-tree is 3, for reference.
- The total global routing overflow is 0, for reference.
- The count of tool warnings is 28, for reference.
- The cell class contributing the biggest share of worst-path delay is buffers and inverters, for reference.
- Per the synthesis report, the single largest cell type by area occupies approximately 57% of cell area.
- The count of buffers from port buffering is around 110, for reference.
- The number of cells on the worst hold path is 1, for reference.
- The number of violations reported at the end of detailed-routing iteration 0 is around 2600, for reference.
- Summed over all routing layers, the global router reports a total usage of between 40% and 50%.
- In this run switching power makes up 29.0% of total power.
- The detailed-route wire length per cell is approximately 39 µm, for reference.
- The worst setup path is launched from a primary input.
- The power density of the placed cells is around 80 nW/µm², for reference.
- The final max-slew violation count recorded for this run is 0.
- Power comes to slightly below 5 mW.
- The number of antenna violations at the first check in global routing came to 4.
- The launch point of the worst min-delay path is recorded as pc_1.pcout[0].
- The run finished with clean final reports.
- The final routed DRC violation total is 0, for reference.
- The fraction of registers with async set or reset after synthesis is around 3%, for reference.
- The layout cell share with drive strength beyond 1 is about 25%, for reference.
- Of the total power, the clock network draws ~33%.
- The vias per cell is ~6.9, for reference.
- For reference, the clock transition at the flip-flops on the worst setup and hold paths is roughly 60 ps.
- The synthesized instance count is approximately 3400, for reference.
- The longest incremental delay of any stage on the critical path is reported as between 600 and 700 ps.
- The number of clock sinks is 1056, for reference.
- Warnings reported by Yosys during synthesis add up to 8.
- The final critical-path setup slack is 8220 ps, for reference.
- The setup slack of the most critical reg-to-reg path is 16480 ps, for reference.
- The number of detailed-route iterations in the first pass is 8, for reference.
- After synthesis, flip-flops and latches occupy between 50% and 60% of the total area.
- For this design the static power due to leakage is approximately 20 nW.
- The via count of the first global-routing pass came to roughly 38000.
- At the placement stage, the worst setup path has a slack of 8150 ps.
- The synthesized design contains around 1100 register bits.
- In this run the critical register-to-register path is captured at regf_1.regf[11][31].
- The most numerous cell on the critical path is sky130_fd_sc_hd__buf_4, for reference.
- In the Yosys report the total cell count is roughly 3400.
- In the final report, the number of endpoints failing setup comes to 0.
- The total net switching power is 1.44 mW, for reference.
- For reference, the placement row count at floorplan is between 100 and 150.
- The cell sitting at the root of the clock tree is a sky130_fd_sc_hd__clkbuf_16.
- The buffers plus inverters on the worst setup path is 6, for reference.
- The synthesis-to-finish area growth is 13.2%, for reference.
- The type of destination of the critical path is an output pin, for reference.
- The synthesized netlist occupies a cell area of around 54000 µm².
- Setup repair after global routing left no endpoint under its margin.
- The total detailed-routing wirelength is between 150000 and 200000 µm, for reference.
- The number of nets with antenna violations after routing is 0, for reference.
- The top cell type by total area after synthesis is sky130_fd_sc_hd__edfxtp_1, for reference.
- The final estimated routing congestion in global placement is 0.984, for reference.
- The worst reg2reg path startpoint is regf_1.regf[15][13], for reference.
- The first global-routing pass estimated ~280000 µm of wire.
- The core utilization at floorplan is between 50 and 60%, for reference.
- The worst-case hold path end point is pc_1.pcout[0], for reference.
- Each instance of the synthesized netlist takes up on average 15.9 µm².
- In the layout the commonest cells are sky130_fd_sc_hd__edfxtp_1, sky130_fd_sc_hd__mux4_2, sky130_fd_sc_hd__mux2i_1, sky130_fd_sc_hd__buf_4, sky130_fd_sc_hd__nand2_1.
- The internal power is around 3.5 mW, for reference.
- Detailed routing inserted a total of 35400 vias.
- The number of different library cells in the post-synthesis netlist is between 90 and 100, for reference.
- Walking the worst path, the cells encountered are buf_8 > buf_4 > buf_4 > buf_4 > buf_4 > mux4_2 > a211oi_1 > a211oi_1 > mux2i_1 > ha_1 > fa_1 > nor2b_1 > o21ai_0 > a21oi_1 > o21ai_0 > nor2b_1 > xnor2_1 > nor2_1 > a21oi_1 > clkdlybuf4s50_1.
==> power groups by stage <==
stage	clock, mW	combinational [mW]	sequential (mW)
global route	1.72	1.11	2.29
finish	1.64	1.03	2.29
CTS	1.65	1.01	2.29
==> cell usage after synthesis, types with 35 or more instances <==
cell and count:
sky130_fd_sc_hd__a21oi_1 95, sky130_fd_sc_hd__a221oi_1 38, sky130_fd_sc_hd__a22oi_1 99, sky130_fd_sc_hd__buf_2 44
sky130_fd_sc_hd__buf_4 39, sky130_fd_sc_hd__clkbuf_1 115, sky130_fd_sc_hd__edfxtp_1 1024, sky130_fd_sc_hd__ha_1 35
sky130_fd_sc_hd__inv_1 38, sky130_fd_sc_hd__mux2_2 56, sky130_fd_sc_hd__mux2i_1 336, sky130_fd_sc_hd__mux4_2 390
sky130_fd_sc_hd__nand2_1 190, sky130_fd_sc_hd__nand3_1 63, sky130_fd_sc_hd__nor2_1 131, sky130_fd_sc_hd__o21ai_0 51
sky130_fd_sc_hd__o221ai_1 59, sky130_fd_sc_hd__xnor2_1 55, sky130_fd_sc_hd__xor2_1 54
==> layout make-up <==
class,count,area (µm²)
antenna,2,5.00
clock buffer,134,2930
clock inverter,73,678
fill,8005,45900
inverter,39,146
multi-input combinational,2065,21600
sequential,1056,31600
tap,1403,1760
timing repair buffer,318,2720
==> routing by layer <==
metal	track usage, %	up-vias	wire [µm]
met1	49.8	17500	62700
met2	54.7	2815	87000
met5	3.56	-	485
li1	-	14500	-
met3	34.4	537	39800
met4	13.8	16	9610
==> kinds of logic (layout without fill, tap and decap cells) <==
group | after synthesis | after routing | share of synthesized area (%)
flip-flops | 1056 | 1056 | 58.1
multiplexers | 790 | 790 | 23.7
AND-OR/OR-AND | 560 | 560 | 7.39
AND/OR/NAND/NOR | 547 | 547 | 4.84
buffers and inverters | 289 | 564 | 2.90
XOR/XNOR | 109 | 109 | 1.76
adder cells (fa/ha/maj) | 58 | 58 | 1.25
other | 1 | 3 | 0.00691
==> how the worst max path moves through the flow <==
stage          from        to  depth (start not counted)
6_report  instr[15]  addrd[6]                         20
5_1_grt   instr[15]  addrd[6]                         20
4_1_cts   instr[15]  addrd[6]                         20
==> registers in the layout, indices dropped and copies added (netlist names) <==
signal,cells
pc_1.pcout,32
regf_1.regf,1024
==> per-stage QoR <==
step	hold slack (ps)	instance area (µm²)	util (%)	instances
6_report	583	61400	57.2	5090
5_1_grt	623	61400	57.2	5088
4_1_cts	590	61400	57.2	5088
3_5_place_dp	571	57800	53.8	4881
3_3_place_gp	574	57800	53.8	4881
2_1_floorplan	480	54300	-	3410
==> worst reg2reg max path, cell delays in order, from the launching register on <==
cell	delay [ps]
sky130_fd_sc_hd__edfxtp_1	380
sky130_fd_sc_hd__mux4_2	530
sky130_fd_sc_hd__a22oi_1	230
sky130_fd_sc_hd__nand4_1	730
sky130_fd_sc_hd__a221oi_1	950
sky130_fd_sc_hd__nand4_1	320
sky130_fd_sc_hd__nor4_4	540
sky130_fd_sc_hd__nor3b_2	590
sky130_fd_sc_hd__nand2_1	310
sky130_fd_sc_hd__o21ai_1	290
sky130_fd_sc_hd__xor2_1	180
sky130_fd_sc_hd__ha_1	310
sky130_fd_sc_hd__a21o_1	200
sky130_fd_sc_hd__a21o_1	190
sky130_fd_sc_hd__a21o_1	180
sky130_fd_sc_hd__a221o_1	380
sky130_fd_sc_hd__a21oi_1	200
sky130_fd_sc_hd__o21a_1	320
sky130_fd_sc_hd__mux2_2	210
sky130_fd_sc_hd__o22ai_1	60
sky130_fd_sc_hd__and3_1	210
sky130_fd_sc_hd__a2111oi_2	470
sky130_fd_sc_hd__o221ai_2	160
sky130_fd_sc_hd__buf_4	270
Power is estimated from default activity; no workload was simulated.
