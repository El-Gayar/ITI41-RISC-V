==> flow/design.v <==
`timescale 1ns / 1ps
module dmem(
    input [7:0] addr,
    input [31:0] dataw,
    input memrw,
    output [31:0] datar,
    input clk
    );
		reg [31:0] mem [255:0];
		assign #100 datar = mem [addr];  
		always @ (posedge(clk))
				begin
					if (memrw == 1'b0)
						mem [addr] <= dataw;
				end
endmodule
==> flow/run.sh <==
#!/bin/bash
# OpenROAD 26Q1-2900-gdf79404cd8, Yosys 0.63+post, stock flow scripts
make -C /OpenROAD-flow-scripts/flow DESIGN_CONFIG=/design/flow/config.mk WORK_HOME=/design/flow/orfs finish
==> flow/config.mk <==
export PLATFORM = sky130hd
export DESIGN_NAME = dmem
export DESIGN_NICKNAME = dmem
export VERILOG_FILES = /design/flow/design.v
export SDC_FILE = /design/flow/constraint.sdc
export NUM_CORES = 4
export LEC_CHECK = 1
export CORE_UTILIZATION = 40
export SYNTH_MEMORY_MAX_BITS = 65536
==> flow/constraint.sdc <==
current_design dmem

set clk_period 41.4
set clk_io_pct 0.2

create_clock -name clk0 -period $clk_period [get_ports {clk}]

set non_clock_inputs [all_inputs -no_clocks]
set_input_delay [expr $clk_period * $clk_io_pct] -clock clk0 $non_clock_inputs
set_output_delay [expr $clk_period * $clk_io_pct] -clock clk0 [all_outputs]
==> job_summary.md <==
## Implementation flow summary

| Metric | Value |
|---|---|
| Crit-path cells | `buf_16, buf_4, buf_4, buf_4, buf_4, buf_12, buf_4, buf_4, mux4_2, a22oi_1, a21oi_1, buf_4, o41ai_1, buf_4, nand4_1, buf_4, clkdlybuf4s50_1` |
| CP peak stage delay | `0.60 ns` |
| Synth Seq Share | `0.797` |
| Maximum net fanout on the critical path | `around 60` |
| Flip-flops with a built-in enable | `just over 8k` |
| Final ANT Viol Nets | `0` |
| DRT Pass-1 Iters | `7` |
| Hold buffers post-CTS | `0` |
| Distinct cells, synth | `21` |
| H-tree levels | `6` |
| Layout cell share with drive strength beyond 1 | `0.299` |
| Mapped Area | `around 300,000 um^2` |
| DR vias | `~150k` |
| Remaining Overflow, GRT | `0` |
| Fmax | `0.0414 GHz` |
| Remaining DRCs | `0` |
| Syn Inst Count | `roughly 13k` |
| Leak | `approximately 110 nW` |
| Yosys warns | `1` |
| Crit path time final | `~24 ns` |
| Most frequent CP cell | `buf_4` |
| Die Area | `roughly 770,000 um^2` |
| Iter 0 DRT Violations | `roughly 10k` |
| Sw Ratio | `0.215` |
| Post-CTS sizing | `0` |
| Chip width | `880 um` |
| Core area | `about 770,000 um^2` |
| Post-synthesis async set-or-reset flop share | `0` |
| Post-Route WL | `about 880 mm` |
| Storage cell area | `between 200,000 and 250,000 um^2` |
| CTS tree | `yes` |
| Yosys stat chip area | `308,000 um^2` |
| HPWL after DPL | `just over 500 mm` |
| Pins Over Slew Limit | `0` |
| Hold EP | `mem[236][28]` |
| Crit. End Element | `output pin` |
| Max clock buf depth | `4` |
| Worst Path Buf+Inv | `12` |
| Worst Hold Slack | `about 7.5 ns` |
| Clk root buf | `clkbuf_16` |
| GR Util All Layers | `0.251` |
| Comb gate area | `61,900 um^2` |
| Pin count of the biggest net entering global routing | `between 90 and 100` |
| Fin crit share | `0.583` |
| Std cell rows | `322` |
| Post-synth area hogs | `edfxtp_1 (80%), mux4_2 (15%), a22oi_1 (2.5%)` |
| Top delay family on crit path | `buffers and inverters` |
| Logic pwr share | `0.048` |
| MaxCap Viol Count | `0` |
| Final setup vio count | `0` |
| Slew @ Worst Pin | `~1.4 ns` |
| # clock sinks | `approximately 8.2k` |
| Worst hold path stage count | `1` |
| Clock power frac | `0.413` |
| RSZ-0062 raised after global routing | `no` |
| Top cells by count | `edfxtp_1 (8,192), mux4_2 (2,048), a22oi_1 (1,024)` |
| Crit Path Category | `in2out` |
| Top cell type's share of synthesized area | `0.797` |
| Post-synth top flop | `edfxtp_1` |
| Power Dens Cells | `about 48 nW/um^2` |
| Filler instances | `slightly above 60k` |
| Postcts setup bufs | `0` |
| Worst endpoint required time | `about 33 ns` |
| Synth area leader | `edfxtp_1` |
| CP Launch Type | `input pin` |
| Worst Hold Class | `in2reg` |
| Hold Startpoint | `dataw[28]` |
| Post-synthesis register bit count | `8,192` |
| Fp util | `0.401` |
| Final Hold Viols | `0` |
| Via density | `~5.9` |
| Net Switching | `3.65 mW` |
| Antenna violations before repair | `32` |
| First-pass GRT wire length | `1230 mm` |
| Cts bufs inserted | `~800` |
| WL/cell | `between 30 and 40 um` |
| Clk pin slew, worst setup/hold paths | `approximately 0.060 ns` |
| Top Registers | `mem (8192)` |
| Number of flip-flops in the largest register | `a little over 8k` |
| Vias in the first global route | `161k` |
| IO Port Bufs | `roughly 73` |
| Setup_tns | `0 ns` |
| # Cells Yosys | `about 13k` |
| Syn_area_per_cell | `between 20 and 25 um^2` |
| Cell Int Power | `13.3 mW` |
| Yosys top cell by instances | `edfxtp_1` |
| I/O pin total | `roughly 74` |
| Tally of OpenROAD warnings | `26` |
| Status | `complete, no violations` |
| Part of the power in registers | `0.539` |
| Slowest CP cell | `buf_4` |
| Die Ht | `roughly 900 um` |
| Worst slew margin | `0.0405` |
| Area grow syn2layout | `14.6%` |
| RePlAce Congestion | `about 0.88` |
| Final instance area | `around 350,000 um^2` |
| WP data arrival | `15.86 ns` |
| Maximum vdd ir drop | `between 0.03 and 0.04 mV` |
| Placed cell area | `328,000 um^2` |
| Most flop-heavy register | `mem` |
-- stage by stage --
step	instances	total power [mW]	util	setup slack, ns
CTS	24900	17.1	0.460	16.95
global route	24900	17.4	0.460	16.57
finish	24900	17.0	0.460	17.26
detailed placement	23400	10.1	0.427	16.95
floorplan	13000	9.71	-	22.92
global placement	23400	10.1	0.427	16.73
-- layer usage --
layer / vias up / share of wire / GRT usage
met3: 1704 / 0.21 / 0.228
met4: 64 / 0.053 / 0.0942
met2: 11000 / 0.46 / 0.353
met5: - / 0.0022 / 0.0178
met1: 74400 / 0.28 / 0.267
li1: 58800 / - / -
-- power by group through the flow --
stage / clock [mW] / sequential, mW / combinational [mW]
4_1_cts: 7.12 / 9.15 / 0.823
5_1_grt: 7.43 / 9.14 / 0.869
6_report: 7.02 / 9.15 / 0.816
-- how the worst max path moves through the flow --
stage            from         to  cells past startpoint
finish        addr[0]   datar[5]                     17
global route  addr[0]   datar[5]                     17
CTS           addr[0]  datar[31]                     16
-- cells in the final DEF, fill, tap and decap left out, drive strengths merged --
master | netlist | routed
buf | 326 | 901
clkbuf | 462 | 1021
nor3 | 1 | 1
a21oi | 512 | 512
edfxtp | 8192 | 8192
nand2b | 2 | 2
clkinv | 0 | 383
and3b | 1 | 1
and2 | 3 | 3
o41ai | 128 | 128
clkdlybuf4s50 | 0 | 39
mux4 | 2048 | 2048
inv | 0 | 25
nand2 | 29 | 29
a22oi | 1024 | 1024
nor3b | 2 | 2
or2 | 1 | 1
nor2b | 8 | 8
nor2 | 260 | 260
bufinv | 0 | 43
nand4 | 32 | 32
diode | 0 | 19
clkinvlp | 0 | 7
nand3 | 4 | 4
-- kinds of logic (layout without fill, tap and decap cells) --
group,count (synthesis),after routing,share of synthesized area
and+or+nand+nor,343,343,0.00461
buffers and inverters,788,2419,0.0116
DFF,8192,8192,0.797
other,0,19,0
AOI/OAI and AO/OA,1664,1664,0.0369
muxes,2048,2048,0.150
-- area by class of cell --
cell class,instances,area share
Antenna cell,19,0.000134
Clock buffer,1021,0.0604
Clock inverter,458,0.0109
Multi-Input combinational cell,4055,0.175
Sequential cell,8192,0.696
Tap cell,10200,0.0361
Timing Repair Buffer,940,0.0216
Power and IR drop assume default switching activity.
